===== flow/design.v =====
module HBT (clk,reset_n,addr,datain,dataout,w,HBin,HBout);
	parameter size = 200;
	input clk;
	input reset_n;
	input [15:0] addr;
	input [15:0] datain;
	output[15:0] dataout;
	input w;
	input  HBin;
	output HBout;
	reg [15:0] ROM_PC[0:size-1];
	reg HBV[0:size-1];
	integer i;
	initial
		begin
		for(i=0 ; i<size ; i= i+1)
			begin
				HBV[i]<=1'b0;
				ROM_PC[i]<=16'h0000;
			end
		end
	always @(negedge(clk))
		begin
			if(reset_n==1'b0)
				begin
					for(i=0 ; i<size ; i= i+1)
						begin
							HBV[i]<=1'b0;
							ROM_PC[i]<=16'h0000;
						end
				end
			else if(w==1'b1)
			begin
				ROM_PC[addr] <= datain;
				HBV[addr]<=HBin;
			end
		end
	assign dataout = ROM_PC[addr] ;
	assign HBout   = HBV[addr];
endmodule

===== flow/run.sh =====
#!/bin/bash
# OpenROAD 26Q1-2900-gdf79404cd8, Yosys 0.63+post, stock flow scripts
make -C /OpenROAD-flow-scripts/flow DESIGN_CONFIG=/design/flow/config.mk WORK_HOME=/design/flow/orfs finish

===== flow/config.mk =====
export PLATFORM = sky130hd
export DESIGN_NAME = HBT
export DESIGN_NICKNAME = HBT
export VERILOG_FILES = /design/flow/design.v
export SDC_FILE = /design/flow/constraint.sdc
export NUM_CORES = 4
export LEC_CHECK = 1
export CORE_UTILIZATION = 50

===== flow/constraint.sdc =====
current_design HBT

set clk_period 40.5
set clk_io_pct 0.2

create_clock -name clk0 -period $clk_period [get_ports {clk}]

set non_clock_inputs [all_inputs -no_clocks]
set_input_delay [expr $clk_period * $clk_io_pct] -clock clk0 $non_clock_inputs
set_output_delay [expr $clk_period * $clk_io_pct] -clock clk0 [all_outputs]

==> results.sh <==
# source this file to load flow results
export IMPL_crit_type="reg -> out"
export IMPL_areaGrowthSynthToFinish_pct=21.75
export IMPL_p_sw_frac=0.2792
export IMPL_yosys_cells=11760
export IMPL_dieArea_um2=380000
export IMPL_cp_top_family="AND-OR/OR-AND gates"
export IMPL_detail_route_wl_per_cell_um=25.43
export IMPL_tritoncts="built"
export IMPL_timing_rr_start="HBV[56]"
export IMPL_fp_util=0.5027
export IMPL_combGateArea_um2=56300
export IMPL_setup_viol_count_final=0
export IMPL_crit_slowest_cell="o41ai_1"
export IMPL_setup_tns_ns=0
export IMPL_die_width_um=616.5
export IMPL_yosys_area_um2=188800
export IMPL_slew_headroom=0.3242
export IMPL_syn_inst=11760
export IMPL_post_cts_setup_buffer_count=0
export IMPL_finalNonFillerCells=21670
export IMPL_fin_worst_skew_ns=0
export IMPL_synthDistinctLibCells=30
export IMPL_fp_dieH_um=616.5
export IMPL_drv_cap=0
export IMPL_hp_start="HBV[51]"
export IMPL_synth_seq_share=0.6817
export IMPL_r2r_end="HBV[56]"
export IMPL_cts_htree_levels=5
export IMPL_ys_flops=4352
export IMPL_layout_drive_gt1_share=0.1633
export IMPL_tightestPinTransition_ns=1.014
export IMPL_syn_area_um2=188800
export IMPL_cp_cell_sequence="mux4_2 -> a22oi_1 -> a21oi_1 -> o41ai_1 -> nand4_1 -> clkdlybuf4s50_1"
export IMPL_drt_iter0_markers=6800
export IMPL_cts_buffers_inserted=468
export IMPL_regArea_um2=128700
export IMPL_place_gp_congestion=0.9047
export IMPL_antenna_found_initial=19
export IMPL_clkTransAtPathRegs_ns=0.03
export IMPL_hold_path_class="reg -> reg"
export IMPL_seqPwrFrac=0.435
export IMPL_outcome="completed"
export IMPL_maxSlewViolCount=0
export IMPL_rrSetupSlack_ns=39.81
export IMPL_whs_endpoint="HBV[51]"
export IMPL_layout_cells_most_common="inv_1"
export IMPL_portBuffers=44
export IMPL_place_inst=16450
export IMPL_drc_errors=0
export IMPL_fin_ws_ns=7.537
export IMPL_cts_buffer_depth=4
export IMPL_cp_arrival_ns=24.86
export IMPL_leakagePower_uw=0.09481
export IMPL_wl_um=551100
export IMPL_yosys_warnings=1
export IMPL_ios=53
export IMPL_drtAntennaViolNets=0
export IMPL_critical_path_max_fanout=1
export IMPL_row_count=225
export IMPL_p_comb_frac=0.055
export IMPL_hold_depth=2
export IMPL_crit_path_start_kind="flip-flop"
export IMPL_numClockSinks=4352
export IMPL_synth_area_per_cell_um2=16.05
export IMPL_vias=118800
export IMPL_grt_overflow_total=0
export IMPL_tool_warnings=1035
export IMPL_place_hpwl_um=321100
export IMPL_via_per_inst=5.482
export IMPL_cts_repair_resized=0
export IMPL_cp_end_kind="primary output"
export IMPL_netSwitchingPower_uw=3315
export IMPL_core_um2=375500
export IMPL_grt_start_max_net_pins=96
export IMPL_required_ns=32.40
export IMPL_lay_top_cells="inv_1 (4,469), edfxtp_1 (4,152), and2_1 (3,202), mux4_2 (1,088), buf_4 (740)"
export IMPL_dr_pass1_iters=6
export IMPL_p_per_area_nw_per_um2=51.67
export IMPL_peakVddDrop_mv=0.04298
export IMPL_intPower_uw=8560
export IMPL_grt_pass1_vias=135600
export IMPL_holdWs_ns=0.4586
export IMPL_gr_usage_all_layers=0.3285
export IMPL_finalHoldViolCount=0
export IMPL_clock_root_buffer="clkbuf_16"
export IMPL_ff2ff_path_depth=2
export IMPL_crit_buf_inv=1
export IMPL_rsz0062_at_grt="no"
export IMPL_grt_pass1_wl_um=804900
export IMPL_clkPwrFrac=0.510
export IMPL_nFillCells=26370
export IMPL_clk_latency_ns=0.95
export IMPL_hold_buffers=0
export IMPL_critPathMaxStageDelay_ns=0.81
export IMPL_dp_slack_ns=6.957
-- metrics by stage --
stage               utilization  instance area, um^2  power, uW
floorplan                     -               188800       6205
global placement         0.5260               197500       6486
detailed placement       0.5260               197500       6503
CTS                      0.6119               229800      12070
global route             0.6119               229800      12620
finish                   0.6120               229800      11880
-- final cells by class --
type	instances	share of cell area
Sequential cell	4352	0.5599
Antenna cell	17	0.0001851
Timing Repair Buffer	793	0.02736
Multi-Input combinational cell	6309	0.2450
Clock inverter	4731	0.08872
Tap cell	4994	0.02719
Clock buffer	475	0.05172
-- cell usage after synthesis --
cell      number  area [um^2]
buf_4         14        105.1
nand2_1      420         1577
a22oi_1      544         4084
nor3_1        27        135.1
nor3_2        13        130.1
nand2_2        1        6.260
inv_1          1        3.750
or2_2          2        12.51
and2_1      3203        20040
dfxtp_1      200         4004
o41ai_1       68        595.6
buf_1         57        214.0
nand4_2        1        12.51
a21oi_1      272         1361
clkbuf_2       1        5.000
o21ai_0      360         1802
buf_2        109        545.5
nand4_1       18        112.6
nand3_2        1        10.01
nand3_1       17        85.08
mux4_2      1088        24500
nor2_1       216        810.8
nor4b_2        1        15.01
clkbuf_1     905         3397
nor2_2         1        6.260
edfxtp_1    4152       124700
nor2b_1        8        50.05
nand2b_1      46        287.8
buf_6         16        180.2
nor4_1         2        12.51
-- sequential cells by signal, summed over array words and instances, names as in the netlist --
signal  flops
HBV       256
ROM_PC   4096
-- per-layer routing --
| layer | up-vias | GRT usage | share of wire |
|---|---|---|---|
| met2 | 6458 | 0.4438 | 0.47 |
| met4 | 24 | 0.1544 | 0.040 |
| met5 | - | 0.02399 | 0.0015 |
| met3 | 891 | 0.2649 | 0.17 |
| li1 | 53480 | - | - |
| met1 | 57940 | 0.3888 | 0.33 |
-- worst min-delay path, stage by stage, from the launching register on --
cell     delay, ns
dfxtp_1       0.30
nand2_1       0.05
o21ai_0       0.06
-- power groups by stage --
| stage | combinational (uW) | sequential, uW | clock [uW] |
|---|---|---|---|
| CTS | 652 | 5160 | 6250 |
| global route | 687 | 5170 | 6760 |
| finish | 652 | 5160 | 6060 |
-- worst max-delay path by stage --
stage / startpoint / end / cells past startpoint
after CTS: HBV[11] / HBout / 6
after global routing: ROM_PC[207][6] / dataout[6] / 6
final: ROM_PC[207][6] / dataout[6] / 6
-- cells by family after synthesis --
kind of cell	after synthesis	share of synthesized area
multiplexers	1088	0.1298
flip-flops	4352	0.6817
AND-OR/OR-AND	1244	0.04154
buffers and inverters	1103	0.02357
AND/OR/NAND/NOR	3977	0.1234
Power and IR drop assume default switching activity.
