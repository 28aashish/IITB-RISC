$ cat config.mk
export PLATFORM = sky130hd
export DESIGN_NAME = instr_mem
export DESIGN_NICKNAME = instr_mem
export VERILOG_FILES = /design/flow/design.v
export SDC_FILE = /design/flow/constraint.sdc
export NUM_CORES = 4
export LEC_CHECK = 1
export CORE_AREA = 10 10 84 84
export DIE_AREA = 0 0 94 94
$ cat constraint.sdc
current_design instr_mem

set clk_period 2.9
set clk_io_pct 0.2

create_clock -name clk0 -period $clk_period

set non_clock_inputs [all_inputs -no_clocks]
set_input_delay [expr $clk_period * $clk_io_pct] -clock clk0 $non_clock_inputs
set_output_delay [expr $clk_period * $clk_io_pct] -clock clk0 [all_outputs]
$ cat design.v
module instr_mem (addr,data);
	parameter size = 200;
	input [15:0] addr;
	output[15:0] data;
	reg [15:0] ROM[0:size-1];
	initial 
		begin
		ROM[0]<=16'b10_00_001_001_000_001;	 
		ROM[1]<=16'b00_01_000_000_011_000;	 
		ROM[65]<=16'b00_01_000_011_011_000;	 
		ROM[66]<=16'b00_01_000_010_011_011;	 
		ROM[67]<=16'b00_00_111_011_100_0_00; 
		ROM[68]<=16'b00_00_010_100_101_0_00; 
		ROM[69]<=16'b00_11_001_001_001_000;  
		ROM[70]<=16'b00_00_010_011_000_0_01; 
		ROM[71]<=16'b00_10_011_010_110_0_00; 
		ROM[72]<=16'b01_01_011_000_001_010;	 
		ROM[73]<=16'b01_00_101_000_001_010;	 
		ROM[74]<=16'b01_11_000_0_0100_1101;	 
		ROM[75]<=16'b00_01_001_010_011_011;	 
		ROM[76]<=16'b01_10_000_0_0111_1111;	 
		ROM[77]<=16'b10_01_011_001_000_000;	 
		ROM[78]<=16'b00_01_000_000_011_000;	 
		ROM[26]<=16'b00_01_000_000_011_000;	 
		ROM[27]<=16'b00_01_000_011_011_011;	 
		ROM[28]<=16'b11_00_010_101_010_010;	 
		ROM[29]<=16'b11_00_100_101_010_010;	 
		ROM[30]<=16'b00_01_000_000_011_000;	 
		ROM[46]<=16'b00_01_000_000_011_000;	 
		ROM[47]<=16'b00_01_000_101_000_001;	 
		ROM[48]<=16'b00_01_000_111_011_111;	 
		ROM[49]<=16'hffff;
		ROM[31]<=16'b00_01_000_110_111_000;	 
		ROM[32]<=16'b01_00_101_000_001_010;	 
		ROM[33]<=16'b00_00_101_101_100_0_00; 
		ROM[34]<=16'hffff;
		end
	assign	data = ROM[addr];
endmodule
$ cat run.sh
#!/bin/bash
# OpenROAD 26Q1-2900-gdf79404cd8, Yosys 0.63+post, stock flow scripts
make -C /OpenROAD-flow-scripts/flow DESIGN_CONFIG=/design/flow/config.mk WORK_HOME=/design/flow/orfs finish
==> run notes <==
flow finished, numbers: Setup Crit Path Kind primary input to output pin, Setup crit start kind primary input, Storage cell area 0 um^2, PnR Total Power 0.229 mW, die boundary height 94 um, average wire per standard cell 13.0 um, number of failing hold endpoints at the final stage 0, Mapped Avg Cell Area 6.75 um^2, Period Utilization, post-route 0.969, top cell types by occurrence after synthesis sky130_fd_sc_hd__a21oi_1 (12), sky130_fd_sc_hd__nor2_1 (12), sky130_fd_sc_hd__o21ai_0 (9), number of buffer cells added on primary ports 23, Combinational Area 870 um^2, I/O pins 32, number of iterations in the first detailed-routing pass 4, area of the mapped netlist 871 um^2, worst-path fanout max 8, Std-Cell Core Area 5200 um^2, placed inst area 1410 um^2, warning count from the yosys run 1, element type at the critical path end output pin, number of warning messages in the logs 48, post-layout minimum cycle time 2.81 ns, fraction of the core area covered by cells at the end of the flow 0.301, setup total negative slack 0 ns, area added between synthesis and finish 80.0%, status finished clean, Fill cells 574, clkbuf count 0, cell type contributing the most total cell area after synthesis sky130_fd_sc_hd__ha_1, Via-to-Cell Ratio 4.47, final weighted congestion in routability-driven placement 0.868, share of cells above drive strength 1 0.397, combinational share of power 1.000, share of total power consumed by net switching 0.438, count of different cell masters after synthesis 46, width of the chip 94 um, residual overflow from global routing 0, data required time at the worst endpoint 2.32 ns, net switching power 0.100 mW, post-synthesis cell count 129, post-route cell area 1570 um^2, worst hold start addr[6], setup slack after layout 0.0913 ns, global-route wire length before repair 5380 um, Total Wirelength 3310 um, Min-Delay Path Class primary input to output pin, final sequential cell count 0, pre-CTS WS -0.261 ns, DRC violations left 0, final number of setup-violating endpoints 0, maximum ir drop on the vdd rail 0.0523 mV, chip area estimate from yosys synthesis 871 um^2, ANT nets after route 0, internal power component 0.129 mW, measured slew at the worst slew-check pin 0.317 ns, antenna diode instance count 0, Worst Hold Path EP data[9], cell total in the yosys stat output 129, share of synthesized area occupied by flip-flops and latches 0, Clock Power Share 0, floorplan core density 0.167, max_cap viols 0, total routing usage reported by global routing 0.0733, top area cells in the synthesized netlist sky130_fd_sc_hd__ha_1 (11%), sky130_fd_sc_hd__a21oi_1 (6.9%), sky130_fd_sc_hd__mux2i_1 (6.9%), overall die area 8840 um^2, number of global-route vias before repair 1052, via total after detailed routing 1135, Static Leakage 0.729 nW, power density over the cells 146 nW/um^2, largest net degree at the start of global routing 11, number of antenna violations at the first check in global routing 0, number of stages on the worst hold path 3, Max Clock Freq 0.356 GHz, # rows 26, proportion of netlist area held by the largest area contributor 0.115, max-slew violation count 0, Detailed Route Iter0 Violations 101, placed wire-length estimate 2640 um, sequential cell fraction of total power 0, arrival time of the worst setup path 2.23 ns, tightest slew margin relative to the limit 0.788
-- layer usage --
layer / global-route usage / part of all wire / vias to the layer above
li1: - / - / 592
met1: 0.111 / 0.51 / 525
met2: 0.115 / 0.47 / 16
met3: 0.00646 / 0.026 / 2
met4: 0 / 0.00030 / 0
met5: 0 / 0 / -
-- power by group through the flow --
stage / clock network (mW) / registers, mW / logic, mW
6_report: 0 / 0 / 0.229
5_1_grt: 0 / 0 / 0.254
4_1_cts: 0 / 0 / 0.225
-- placed cells by master (no fill, tap or decap), types with 4 or more instances in the layout --
| master | Yosys | final |
|---|---|---|
| sky130_fd_sc_hd__nand2b_1 | 6 | 6 |
| sky130_fd_sc_hd__nor2_1 | 12 | 12 |
| sky130_fd_sc_hd__a21oi_1 | 12 | 12 |
| sky130_fd_sc_hd__dlymetal6s2s_1 | 0 | 6 |
| sky130_fd_sc_hd__nand2_1 | 8 | 7 |
| sky130_fd_sc_hd__buf_6 | 3 | 4 |
| sky130_fd_sc_hd__clkdlybuf4s50_1 | 0 | 10 |
| sky130_fd_sc_hd__dlygate4sd2_1 | 0 | 7 |
| sky130_fd_sc_hd__buf_4 | 1 | 41 |
| sky130_fd_sc_hd__mux2i_1 | 6 | 4 |
| sky130_fd_sc_hd__o21ai_0 | 9 | 8 |
| sky130_fd_sc_hd__a31oi_1 | 6 | 6 |
| sky130_fd_sc_hd__ha_1 | 8 | 4 |
-- metrics by stage --
step	std cells	hold WS [ns]
6_report	254	1.69
3_3_place_gp	250	2.36
4_1_cts	253	2.05
5_1_grt	254	1.74
3_5_place_dp	250	2.34
2_1_floorplan	129	1.30
-- how the worst max path moves through the flow --
stage / startpoint / to / slack (ns)
global route: addr[0] / data[13] / -0.004
CTS: addr[6] / data[6] / 0.01
finish: addr[3] / data[3] / 0.09
-- final cells by class --
class | count | share of cell area
inverter | 5 | 0.0136
multi-input combinational | 111 | 0.555
tap | 70 | 0.0559
timing repair buffer | 68 | 0.376
-- critical path, stage by stage --
cell and delay [ns]:
sky130_fd_sc_hd__clkdlybuf4s50_1 0.48, sky130_fd_sc_hd__buf_6 0.15, sky130_fd_sc_hd__buf_4 0.15, sky130_fd_sc_hd__mux2i_1 0.18, sky130_fd_sc_hd__nor2_1 0.07, sky130_fd_sc_hd__o22ai_2 0.13, sky130_fd_sc_hd__clkdlybuf4s50_1 0.49
-- logic make-up (layout without fill, tap and decap cells) --
logic type | after synthesis | in the layout | synth area share
multiplexers | 9 | 9 | 0.121
adder cells (fa/ha/maj) | 8 | 8 | 0.115
AND/OR/NAND/NOR | 46 | 46 | 0.286
buffers and inverters | 18 | 73 | 0.116
AND-OR/OR-AND | 48 | 48 | 0.362
-- timing repair --
item / 4_1_cts / 5_1_grt
resized: 25 / 17
setup buffers: 3 / 1
pin swaps: 3 / 3
setup endpoints to repair: 16 / 13
hold buffers: 0 / 0
Power and IR drop assume default switching activity.
