`run.sh`:
```
#!/bin/bash
# OpenROAD 26Q1-2900-gdf79404cd8, Yosys 0.63+post, stock flow scripts
make -C /OpenROAD-flow-scripts/flow DESIGN_CONFIG=/design/flow/config.mk WORK_HOME=/design/flow/orfs finish
```
`config.mk`:
```
export PLATFORM = sky130hd
export DESIGN_NAME = data_mem
export DESIGN_NICKNAME = data_mem
export VERILOG_FILES = /design/flow/design.v
export SDC_FILE = /design/flow/constraint.sdc
export NUM_CORES = 4
export LEC_CHECK = 1
export CORE_UTILIZATION = 50
```
`constraint.sdc`:
```
current_design data_mem

set clk_period 32.3
set clk_io_pct 0.2

create_clock -name clk0 -period $clk_period [get_ports {clk}]

set non_clock_inputs [all_inputs -no_clocks]
set_input_delay [expr $clk_period * $clk_io_pct] -clock clk0 $non_clock_inputs
set_output_delay [expr $clk_period * $clk_io_pct] -clock clk0 [all_outputs]
```
`design.v`:
```
module data_mem (clk,addr,datain,dataout,w,reset_n);
	parameter size = 100;
	input clk;
	input reset_n;
	input [15:0] addr;
	input [15:0] datain;
	output[15:0] dataout;
	input w;
	reg [15:0] ram[0:size-1];
	integer i;
	always @(negedge(clk))
		begin	
			if(reset_n==1'b0)	for(i=0;i<size-1;i=i+1)	ram[i]<=16'b0000;
			else if(w==1'b1 )	ram[addr] <= datain;
		end	
	assign dataout = w ==1'b0 ? ram[addr] : 16'bzzzz;
endmodule
```
==> CHANGELOG.md <==
## Flow update

* Status: finished clean
* Sum Neg Setup Slack at 0 ns
* I/O Pins at 51
* Slew Limit Fails at 0
* Crit start category: register
* GRT Resource Usage Total at 0.378
* Commonest Layout Cell: inv_1
* Port Buf Inserts at 41
* Most common logic cells in the final layout: inv_1 (2,122), edfxtp_1 (2,048), and2_1 (1,599)
* Die area at 0.185 mm2
* Top flop regs: ram x2048
* Global route hottest layer: met2
* Arrival time at the worst endpoint at 20.62 ns
* # Cells Yosys at 6,625
* Via density per instance at 5.85
* CORE AREA at 0.181 mm2
* HPWL Detailed at 186,000 um
* Pin count of the biggest net entering global routing at 78
* CTS max path bufs at 3
* CTS buffer count at 224
* Util after Layout at 0.609
* Post-Route WL at 315,000 um
* Clock net sink count at 2,048
* Mean Syn Cell Area at 13.8 um2
* Die span in x at 430 um
* Min-Delay Path Class: primary input to primary output
* Worst Path Required at 25.84 ns
* GR Layer Usage met3 at 0.282
* Mapped Area at 0.0914 mm2
* Hold Violations, Final at 0
* Biggest register: ram
* Primary FF master, synth: edfxtp_1
* Fp_density at 0.505
* Global route overflow at 0
* CTS resizes at 0
* OpenROAD warnings at 1,036
* Vias in the first global route at 70,200
* Post-CTS Hold Buffers at 0
* Largest fanout on the critical path at 1
* DR WL/cell at 28.0 um
* Setup CP Type: register to primary output
* Synthesized instance count at 6,625
* Chip area line of the yosys report at 0.0914 mm2
* Unrepaired setup endpoints after global routing: false
* Max cap viols at 0
* Worst rel slew slack at 0.230
* Final ANT Viol Nets at 0
* Max IR drop VDD at 0.0477 mV
* Core Rows at 156
* Final setup violation count at 0
* Synthesis-to-layout area growth at 20.6%
* Leakage at 46.2 nW
* Crit. End Element: primary output
* Number of synthesis warnings at 2
* Max H-tree Level at 4
* Post-synth EDFFs at 2,048
* Async SR Flop Fraction at 0
* GPL Wtd Cong at 1.01
* Met2 usage at 0.496
* TritonRoute pass-1 iters at 6
* Synth flops at 2,048
* PwrDens at 64.4 mW/mm2
* Setup Buffers After CTS at 0
* Drt drc at 0
* Worst-Margin Slew at 1.15 ns
* First DRT Iteration DRCs at 4,718
* Initial antenna violation count at 10
* Clk slew on worst S/H paths at 0.03 ns
* CTS tree: yes
* Via Count at 65,900
* Share of cells above drive strength 1 at 0.108
* Max FFs per register at 2,048
* Yosys cell types at 83
* Global-route wire length before repair at 450,000 um
* Met1 GRT Util at 0.459
* Die y size at 430 um
* Sequential area share after synthesis at 0.673
* Clock root cell: clkbuf_16
## layer usage
metal  part of all wire  vias to the layer above
met2               0.44                     3898
li1                   -                    29400
met5             0.0015                        -
met1               0.33                    31800
met3               0.16                      792
met4              0.059                       22
## stage by stage
step	hold slack, ns	instance area [um2]	worst slack (ns)	total power, W	cells
floorplan	13.14	91400	6.97	0.00371	6625
global placement	14.21	95200	5.66	0.00394	8799
detailed placement	14.22	95200	5.62	0.00395	8799
CTS	14.22	110000	5.36	0.00719	11300
global route	14.21	110000	5.16	0.00752	11300
finish	14.26	110000	5.22	0.00710	11300
## cell type report
type / instances / area [um2]
Fill cell: 13600 / 70900
Sequential cell: 2048 / 61500
Multi-Input combinational cell: 3888 / 26900
Clock inverter: 2226 / 9410
Clock buffer: 227 / 5680
Timing Repair Buffer: 482 / 3730
Tap cell: 2370 / 2970
Inverter: 10 / 50.0
Antenna cell: 4 / 10.0
## path summary, 6_finish.rpt
check,end,startpoint,cells past startpoint
worst min-delay path,dataout[13],addr[6],3
worst max-delay path,dataout[15],ram[82][15],9
## critical path: stages, from the launching register on
cell	delay, ns
edfxtp_1	0.35
or3b_2	0.20
a211oi_1	0.06
buf_4	0.21
nor4_1	0.66
buf_4	0.26
nand4_1	0.12
nor4_1	0.62
o2111ai_1	0.60
clkdlybuf4s50_1	0.57
## where the power goes
part	total, W	switching (W)	internal (W)	leakage, nW
clock	0.00355	0.00171	0.00184	14.6
sequential	0.00308	0.0000272	0.00305	19.2
combinational	0.000476	0.000350	0.000126	12.3
total	0.00710	0.00209	0.00501	46.2
## cell usage after synthesis, types with 16 or more instances
master	number	area, um2
a221oi_1	402	3520
clkbuf_1	406	1520
mux2_2	58	653
edfxtp_1	2048	61500
a21oi_1	175	876
a32oi_1	19	166
a211oi_1	27	203
o21ai_0	179	896
o22ai_1	95	594
and2_1	1601	10000
nand3_1	22	110
buf_1	45	169
mux2i_1	180	1800
nand2b_1	18	113
buf_6	26	293
a22o_1	83	727
a221o_1	16	160
nor2_1	240	901
a222oi_1	23	230
a22oi_1	154	1160
mux4_2	24	541
a21bo_2	16	160
o211ai_1	22	165
o2bb2ai_1	76	666
nand3b_1	19	143
nand2_1	149	559
buf_4	48	360
nand4_1	17	106
o221ai_1	27	236
buf_2	153	766
## kinds of logic after synthesis
logic type / synth area share
compound gates: 0.120
buf+inv: 0.0345
flops: 0.673
mux: 0.0331
simple gates: 0.139
Power figures rest on the tool's default switching activity, not on a simulated workload.
